--- ./config.mk ---
export PLATFORM = sky130hd
export DESIGN_NAME = seq_mult
export DESIGN_NICKNAME = seq_mult
export VERILOG_FILES = /design/flow/design.v
export SDC_FILE = /design/flow/constraint.sdc
export NUM_CORES = 4
export LEC_CHECK = 1
export CORE_UTILIZATION = 30
--- ./constraint.sdc ---
current_design seq_mult

set clk_period 6.0
set clk_io_pct 0.2

create_clock -name clk0 -period $clk_period [get_ports {clk}]

set non_clock_inputs [all_inputs -no_clocks]
set_input_delay [expr $clk_period * $clk_io_pct] -clock clk0 $non_clock_inputs
set_output_delay [expr $clk_period * $clk_io_pct] -clock clk0 [all_outputs]
--- ./design.v ---
module seq_mult (
		p, done, 
		clk, start, a, b
		) ;
	input 		 clk, start;
	input [8-1:0] 	 a, b;
	output reg [2*8 - 1 : 0] p;
	output reg done;
	reg [2*8 - 1 : 0] multiplier;
	reg [2*8 - 1 : 0] multiplicand;
	reg [4 : 0] 	 ctr;
	always @(posedge clk)
		if (start)
    		begin
    			done 			<= 0;
    			p 				<= 0;
    			ctr 			<= 0;
    			multiplier[8 - 1 : 0] <= a;  
    			multiplicand[8 - 1 : 0] <= b;
			    multiplier[2*8 - 1 : 8] <= {8{a[7]}};
			    multiplicand[2*8 - 1 : 8] <= {8{b[7]}};
         	end
     	else
         	begin 
    			if (ctr < 2**(4)   ) 
        	  		begin
        	  		    if(multiplier[ctr])
        	  		        begin
        	  		            p <= p + multiplicand;
        	  		        end
        	  		    ctr <= ctr + 1;
        	  		    multiplicand = multiplicand << 1;
        	  		end
    	  		else
        	  		begin
        	     		done <= 1; 		 
        	  		end
         	end
endmodule  
--- ./run.sh ---
#!/bin/bash
# OpenROAD 26Q1-2900-gdf79404cd8, Yosys 0.63+post, stock flow scripts
make -C /OpenROAD-flow-scripts/flow DESIGN_CONFIG=/design/flow/config.mk WORK_HOME=/design/flow/orfs finish
==> summary.txt <==
CP max-delay cell = fa_1
Worst-path cell chain = ha_1 -> fa_1 -> a21o_1 -> a221oi_2 -> nand2_1 -> a31oi_1 -> nor4_4 -> a311o_1
Init Core Util = 30.9%
Post-synth mux share = 9.00%
Mapped cell area = 2530 µm²
Clk ins delay skew pair = 310 ps
Synth Area in Simple Gates = 13.1%
Pleak = 1.25 nW
Hold Path Class = reg -> reg
FP Rows = 33
CP startpoint kind = register
Fmax = 369 MHz
Cells in synth_stat.txt = 235
Top Ports = 35
Yosys aoi share = 15.2%
Clock Skew = 8.58 ps
Syn_area_per_cell = 10.8 µm²
CTS Buf Count = 5
DP HPWL = 3570 µm
Tightest Pin Transition = 645 ps
Gpl congestion = 0.892
Global-route wire length before repair = 8490 µm
Post-synth EDFFs = 24
Seq/Total Area, Yosys = 45.9%
Largest net degree at the start of global routing = 51
Max-cap violations = 0
Height of the chip = 93.8 µm
Vias in the first global route = 1718
Yosys Warn Count = 1
Post-CTS resize count = 0
CTS tree = built
OpenROAD warnings = 25
Setup ws final = 3290 ps
# diodes = 0
Most frequent cells in the layout = clkdlybuf4s50_1, nor2_1, edfxtp_1, dfxtp_1, ha_1
Core area = 8180 µm²
Die width = 93.8 µm
Die area = 8800 µm²
Worst path max stage delay = 430 ps
Worst setup path class = reg -> reg
Crit. End Element = register
Max-slew headroom = 56.9%
Synth area leaders = edfxtp_1, dfxtp_1, ha_1
Global Route Usage Sum = 12.6%
Final setup violation count = 0
WP data required = 6190 ps
Layout cells sized above 1 = 9.59%
Antenna violations before repair = 0
CP Max Fanout = 4
RSZ-0062 raised after global routing = no
Cell type with the largest total area = edfxtp_1
Avg WL per Cell = 13.2 µm
CTS Hold Buffers Added = 0
Setup TNS = 0 ps
Post-layout util = 37.6%
Clock Sinks = 46
Outcome = finished clean
DP Worst Slack = 3100 ps
Cell Type Count = 50
IO buf count = 34
Power per cell area = 337 nW/µm²
GRT overflow = 0
Via density = 4.82
Design area = 3070 µm²
Arrival @ worst endpoint = 2910 ps
DP Area = 2980 µm²
Routed Antenna Nets = 0
Synthesis-to-layout area growth = 21.4%
Yosys stat area = 2530 µm²
Number of setup buffers added after CTS = 0
DRT iter0 DRCs = 81
Root Buffer = clkbuf_8
Ys flop type = edfxtp_1
Detailed Routing Iterations Pass 1 = 4
Final WL = 4970 µm
Dominant comb cell = AND-OR/OR-AND gates
FFs w/ async S/R, synth = 0%
Adder-Cell Fraction of Synth Area = 8.70%
Final tally of max-slew violations = 0
XOR/XNOR Fraction of Synth Area = 4.50%
Max VDD drop = 0.132 mV
Period utilization = 45.2%
Most used logic cell in the final layout = clkdlybuf4s50_1
Gate Count Post-Synth = 235
Clock tree buffer depth = 2
H-tree Lvls = 2
Post-layout min period = 2710 ps
Top cell area share = 28.5%
# DRC = 0
Final Power = 0.00104 W
Via Count = 1813
Final hold vios = 0
Clock transition at path regs = 90 ps
Flops after synth = 46
metrics by stage:
stage                     cells  hold slack (ps)
after global routing        376              548
after floorplan             235              411
after detailed placement    368              468
final                       376              489
after global placement      368              459
after CTS                   376              495
flip-flops by register name, indices dropped and copies added (netlist names):
| name | count |
|---|---|
| done | 1 |
| multiplier | 8 |
| p | 16 |
| ctr | 5 |
| multiplicand | 16 |
worst paths after layout:
path / start / end / slack, ps / cells past startpoint
max: multiplicand[0]$_SDFFCE_PN0P_ / p[10]$_SDFFE_PP0P_ / 3290 / 8
min: done$_SDFFE_PP0P_ / done$_SDFFE_PP0P_ / 490 / 2
max reg2reg: multiplicand[0]$_SDFFCE_PN0P_ / p[10]$_SDFFE_PP0P_ / 3290 / 8
min reg2reg: done$_SDFFE_PP0P_ / done$_SDFFE_PP0P_ / 490 / 2
worst max-delay path, delay by kind of cell, from the launching register on:
kind,cells,cell delay [ps]
compound gates,4,1320
simple gates,2,210
fa+ha+maj,2,670
flops,1,400
per-layer routing:
metal,vias up,wire (µm),track usage [%]
li1,935,-,-
met1,832,2480,20.1
met2,39,2150,18.2
met3,7,282,3.21
met4,0,59,1.41
met5,-,0,0
logic make-up after synthesis:
kind of cell / Yosys count
multiplexers: 19
adder cells (fa/ha/maj): 17
AND-OR/OR-AND: 57
XOR/XNOR: 13
buffers and inverters: 22
AND/OR/NAND/NOR: 61
flip-flops: 46
layout make-up:
type / count / area (µm²)
Multi-Input combinational cell: 167 / 1280
Timing Repair Buffer: 36 / 350
Clock buffer: 5 / 68.8
Clock inverter: 3 / 23.8
Fill cell: 791 / 5100
Inverter: 14 / 52.6
Sequential cell: 46 / 1160
Tap cell: 105 / 131
cell usage after synthesis (all sizes together) (2+ instances only):
cell    number
o22ai        2
a21o         7
buf          3
mux2         7
nor3         4
ha          16
a31oi        3
clkbuf       5
nand3        5
nand2        7
xor2         4
mux2i       10
a211oi       5
nor2        25
edfxtp      24
xnor2        9
nand4b       2
a22o         2
and2         2
mux4         2
dfxtp       22
a21oi       13
nor2b        7
inv         14
nand4        2
o21ai       14
power breakdown:
part	total, W	internal (W)	switching (W)
sequential	0.000423	0.000382	0.0000412
clock	0.000199	0.0000835	0.000115
combinational	0.000413	0.000220	0.000193
total	0.00104	0.000685	0.000350
Power and IR drop assume default switching activity.
